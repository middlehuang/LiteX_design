### design.v
module string(
    input wire[8:0] base_addr,
    input u_ready,
    output reg[7:0] ascii_data,
    output [7:0] led
);
 localparam str1 = " I am the       ", str1len=16;
 localparam str2 = " Zedboard OLED  ", str2len=16;
 localparam str3 = " Display Demo!  ", str3len=16;
 localparam str4 = "                ", str4len=16;
 assign led = u_ready;
 always@(base_addr)
   case(base_addr[8:7])
     0: ascii_data <= 8'hff & (str1 >> ({3'b0, (str1len - 1 - base_addr[6:3]) << 3}));
     1: ascii_data <= 8'hff & (str2 >> ({3'b0, (str2len - 1 - base_addr[6:3]) << 3}));
     2: ascii_data <= 8'hff & (str3 >> ({3'b0, (str3len - 1 - base_addr[6:3]) << 3}));
     3: ascii_data <= 8'hff & (str4 >> ({3'b0, (str4len - 1 - base_addr[6:3]) << 3}));
   endcase
endmodule
### run.sh
#!/bin/bash
# OpenROAD 26Q1-2900-gdf79404cd8, Yosys 0.63+post, stock flow scripts
make -C /OpenROAD-flow-scripts/flow DESIGN_CONFIG=/design/flow/config.mk WORK_HOME=/design/flow/orfs finish
### config.mk
export PLATFORM = sky130hd
export DESIGN_NAME = string
export DESIGN_NICKNAME = string
export VERILOG_FILES = /design/flow/design.v
export SDC_FILE = /design/flow/constraint.sdc
export NUM_CORES = 4
export LEC_CHECK = 1
export CORE_AREA = 10 10 70 70
export DIE_AREA = 0 0 80 80
### constraint.sdc
current_design string

set clk_period 3.0
set clk_io_pct 0.2

create_clock -name clk0 -period $clk_period

set non_clock_inputs [all_inputs -no_clocks]
set_input_delay [expr $clk_period * $clk_io_pct] -clock clk0 $non_clock_inputs
set_output_delay [expr $clk_period * $clk_io_pct] -clock clk0 [all_outputs]
==> run summary <==
run results: final instance count without filler cells roughly 160, total I/O pin count 26, Pleak 0.389 nW, CP peak stage delay 510 ps, via count of the first global-routing pass 609, max-capacitance violation count 0, cell area after layout 937 um^2, Register Area 0 um^2, instance count after placement with tap cells included approximately 160, total length of routed wires between 1500 and 2000 um, placed standard-cell area 873 um^2, WHS 1200 ps, Critical Path Sink Type primary output, post-synthesis instance area 671 um^2, MUX share of area between 8 and 9%, total cells reported by yosys after synthesis 96, wire length of the first global-routing pass 2890 um, worst min-delay path startpoint u_ready, chip area 6400 um^2, Max rail drop VDD 0.0529 mV, Total Power Consumption approximately 120 uW, run status finished clean, Crit path top cell by count clkdlybuf4s50_1, share of the clock period used by the worst path after layout 96.1%, count of endpoints failing setup in the final report 0, cell type of the slowest stage on the worst timing path clkdlybuf4s50_1, tool warning count 41, aggregate global routing overflow 0, most used cells in the layout excluding fill and tap cells buf_4 (10), nor2_1 (9), clkdlybuf4s50_1 (9), a21oi_1 (8), conb_1 (8), share of Yosys cell area claimed by the top area cell type 14.6%, placement row count 21, Inserted Diodes 0, maximum number of pins on one net before global-route repair 27, post-synthesis share of cell area spent on xor and xnor gates 0%, number of pins exceeding their max-slew limit in the final report 0, Hold/Removal Path Class in2out, arithmetic-cell share of the synthesized area counting full adders, half adders and majority gates 13.1%, core area 3420 um^2, YS warnings 1, area fraction in compound gates after synthesis 29.7%, final hold violation count 0, area grow syn2layout 39.7%, number of detailed-route iterations in the first pass 4, first element of the critical path base_addr[3], number of design rule violations left after detail routing 0, post-placement setup slack -285 ps, RD Place Congestion 0.844, area reported by Yosys stat 671 um^2, Yosys cell types 37, PD cells between 100 and 150 nW/um^2, Commonest Layout Cell buf_4, number of violations reported at the end of detailed-routing iteration 0 61, unrepaired setup endpoints after global routing false, DR vias 657, hold-fix buffers at CTS 0, pre-placement core utilization 19.6%, syn avg cell area 6.99 um^2, ranking of synthesized cells by area buf_4 (15%), ha_1 (13%), a21oi_1 (6.0%), IO Port Bufs 13, simple-gate share of the synthesized area 25.9%, mean number of vias per cell 4.16, Critical Path AT 2280 ps, crit path DRT approximately 2400 ps, share of cells above drive strength 1 about a quarter, kind of critical path in2out, Critical Path Start Type input port, antenna-violating nets left 0, Period minus WS final 2880 ps, die width 80 um, DP Wirelength 1320 um, sequential cells 0, GRT Util Overall 5.24%, clkbuf count 0, PnR worst setup slack 118 ps, die span in y ~80 um, Main logic family AND-OR/OR-AND gates, Seq share, synth 0%, Syn Inst Count 96, wire length per cell 10.8 um, timing-limited maximum frequency 347 MHz, crit-path cells clkdlybuf4s50_1 -> buf_12 -> nand2_1 -> o21ai_0 -> a21oi_1 -> nor2_1 -> clkdlybuf4s50_1, most area-hungry cell type in the Yosys netlist buf_4, critical path peak fanout 26, initial antenna violation count 0
==> per-stage QoR <==
| step | utilization [%] | setup TNS (ps) |
|---|---|---|
| final | 27.4 | 0 |
| after global routing | 27.4 | 0 |
| after CTS | 27.1 | 0 |
| after detailed placement | 25.6 | -1310 |
| after global placement | 25.6 | -1400 |
| after floorplan | - | 0 |
==> path summary, 6_finish.rpt <==
check,to,slack [ps],cells after the start
min,led[0],1200,0
max,ascii_data[2],120,7
==> per-layer routing <==
layer	global-route usage [%]	wire length [um]
met1	7.98	906
met2	8.11	739
met3	0.568	62
met4	0	0
met5	0	0
==> final cells by class <==
cell class | instances | area (um^2)
tap | 46 | 57.6
timing repair buffer | 27 | 270
multi-input combinational | 81 | 594
fill | 394 | 2480
inverter | 4 | 15.0
==> what timing repair did <==
action	4_1_cts	5_1_grt
setup endpoints to repair	7	5
setup buffers	1	0
resized	13	3
pin swaps	4	2
==> critical path, delay by kind of cell <==
family / cells / cell delay (ps)
AND-OR/OR-AND: 2 / 290
buffers and inverters: 3 / 1150
AND/OR/NAND/NOR: 2 / 220
==> power breakdown <==
group	switching (mW)	internal, mW	leakage (nW)	total [mW]
Combinational	0.0553	0.0692	0.389	0.125
Clock	0	0	0	0
Sequential	0	0	0	0
==> cells by family (layout without fill, tap and decap cells) <==
group / count (synthesis) / after routing
AND-OR/OR-AND: 28 / 28
AND/OR/NAND/NOR: 33 / 33
buffers and inverters: 22 / 31
adder cells (fa/ha/maj): 7 / 7
multiplexers: 5 / 5
other: 1 / 8
==> synthesized netlist by cell type, drive strengths merged <==
cell	n
ha	7
nand2	7
buf	17
nand3	3
mux2i	2
a31oi	1
and3	1
a21oi	8
o21a	1
a221oi	1
o22ai	1
o21ai	8
nand4bb	1
nor4	1
a22o	1
nand2b	3
nor3	2
nor3b	1
clkbuf	1
a32oi	1
nor2	9
mux2	3
nor2b	3
o31a	1
inv	4
a2111oi	1
o211ai	1
a211oi	1
a211o	1
a311oi	1
conb	1
nand3b	2
No activity file was given, so power comes from the tool's default toggle rates.
